--- flow/config.mk ---
export PLATFORM = sky130hd
export DESIGN_NAME = MEM
export DESIGN_NICKNAME = MEM
export VERILOG_FILES = /design/flow/design.v
export SDC_FILE = /design/flow/constraint.sdc
export NUM_CORES = 4
export LEC_CHECK = 1
export CORE_AREA = 10 10 80 80
export DIE_AREA = 0 0 90 90
--- flow/constraint.sdc ---
current_design MEM

set clk_period 1.0
set clk_io_pct 0.2

create_clock -name clk0 -period $clk_period

set non_clock_inputs [all_inputs -no_clocks]
set_input_delay [expr $clk_period * $clk_io_pct] -clock clk0 $non_clock_inputs
set_output_delay [expr $clk_period * $clk_io_pct] -clock clk0 [all_outputs]
--- flow/design.v ---
`default_nettype none
module MEM(
  input wire [31:0] i_aluResult, 
  input wire [31:0] i_PC4,        
  input wire [31:0] i_PCimm,      
  input wire [1:0] i_MUXpc,     
  output wire [31:0] o_nxtPC  
  );
  wire [31:0] Mux1Select; 
  assign Mux1Select = (i_MUXpc[0]) ?  i_PC4 : i_PCimm;
  assign o_nxtPC = (i_MUXpc[1]) ?  Mux1Select : i_aluResult;  
endmodule
`default_nettype wire
--- flow/run.sh ---
#!/bin/bash
# OpenROAD 26Q1-2900-gdf79404cd8, Yosys 0.63+post, stock flow scripts
make -C /OpenROAD-flow-scripts/flow DESIGN_CONFIG=/design/flow/config.mk WORK_HOME=/design/flow/orfs finish
==> impl_metrics.py <==
# Metrics from the implementation run
metrics = {
    "critical_path": {
        "cp-end-kind": "output port",
        "worstPathMaxFanout": 8,
        "start_kind": "input port",
        "crit_type": "input port to output port",
        "cp.arrival_ns": 0.89,
        "required_ns": 0.80,
    },
    "synth": {
        "synthMuxAreaShare_pct": 45.4,
        "yosys.cell_types.count": 8,
        "yosys-top-cells-area": "mux2i_1 (45%), a21oi_1 (23%), nor2_1 (17%)",
        "ys_sh_aoi_pct": 22.7,
        "synth_adder_area_share_pct": 0,
        "synth_warnings": 0,
        "ys_cells": 107,
        "yosysChipArea_sq_um": 706,
        "syn_inst": 107,
        "synth_simple_gate_area_share_pct": 17.0,
        "postSynthAreaPerCell_sq_um": 6.60,
        "yosys.area.top_type": "mux2i_1",
        "yosys.area_share.xor_xnor_pct": 0,
        "netlist_area_sq_um": 706,
        "netlist_top_cells_count": "a21oi_1 (32), mux2i_1 (32), nor2_1 (32)",
        "logic_family": "multiplexers",
        "yosysSeqAreaShare_pct": 0,
        "top_area_share_pct": 45.4,
    },
    "finish": {
        "fillCellCount": 528,
        "seqCellArea_sq_um": 0,
        "final_area_sq_um": 1940,
        "syn_to_final_growth_pct": 175,
        "fin_util_pct": 41.1,
        "drive_gt1_share_pct": 20.3,
        "n_clock_buffer": 0,
        "seq_cell_count": 0,
    },
    "detailed_routing": {
        "vias": 1204,
        "route.detailed.drc": 0,
        "dr.pass1.iters": 4,
        "drtIter0Drc": 29,
        "ant_nets": 0,
        "drt-total-wl_mm": 4.69,
        "wl_per_cell_microns": 15.5,
        "vias_per_cell": 3.97,
        "num_antenna_cells": 0,
    },
    "final_timing": {
        "slew_headroom_pct": 89.3,
        "min_period_over_period_pct": 109,
        "fin_tns_setup_ns": -1.01,
        "min_period_ns": 1.09,
        "max_freq_mhz": 920,
        "hold_viol_final": 0,
        "fin_ws_ns": -0.0870,
        "rsz0062_at_grt": "true",
        "final-setup-viol-count": 31,
        "worstMarginPinSlew_ns": 0.157,
        "maxSlewViolCount": 0,
    },
    "global_routing": {
        "gr-usage-all-layers_pct": 10.3,
        "grt_pass1_wl_mm": 6.96,
        "overflow": 0,
        "antenna_found_initial": 0,
        "grt_pass1_vias": 1279,
        "grt_max_degree": 29,
    },
    "die": {
        "chip_area_sq_um": 8100,
        "die_w_microns": 90,
        "core_sq_um": 4720,
        "rows": 25,
        "fp-utilization_pct": 14.9,
        "die_h_microns": 90,
        "pin_count": 130,
    },
    "placed_design": {
        "globalplace.congestion": 0.692,
        "numPortBuffers": 130,
        "dp_hpwl_mm": 3.79,
        "place_ws_ns": -0.601,
        "dpl_cell_area_sq_um": 2070,
    },
    "pwr": {
        "p_int_mw": 0.461,
        "seqPwrFrac_pct": 0,
        "netSwitchingPower_mw": 0.233,
        "power.density_nw_per_um2": 358,
        "power.leakage_nw": 1.03,
        "clkPwrFrac_pct": 0,
        "switching_share_pct": 33.6,
        "power_mw": 0.695,
        "peakVddDrop_mv": 0.124,
        "share_comb_of_total_power_pct": 100.0,
    },
    "job": {
        "warning_count": 34,
        "drv_cap": 0,
    },
    "hold_path": {
        "min_path_type": "input port to output port",
    },
    "outcome": {
        "status": "finished, violations left",
        "violations": "negative setup slack",
    },
}
-- layout by cell type (no fill, tap or decap), drive strengths merged --
| cell type | synthesis | final |
|---|---|---|
| a21oi | 32 | 32 |
| buf | 8 | 42 |
| clkbuf | 3 | 2 |
| dlygate4sd2 | 0 | 96 |
| mux2i | 32 | 32 |
| nor2 | 32 | 32 |
-- area by class of cell --
type / instances / area (sq um) / area share, %
Tap cell: 67 / 83.8 / 4.32
Multi-Input combinational cell: 96 / 616 / 31.7
Timing Repair Buffer: 140 / 1240 / 63.9
-- power groups by stage --
| stage | clock [mW] | sequential (mW) | combinational [mW] |
|---|---|---|---|
| CTS | 0 | 0 | 0.669 |
| global route | 0 | 0 | 0.768 |
| finish | 0 | 0 | 0.695 |
-- logic make-up (layout without fill, tap and decap cells) --
logic type             after synthesis  count (layout)
muxes                               32              32
AOI/OAI and AO/OA                   32              32
and+or+nand+nor                     32              32
buffers and inverters               11             140
-- per-layer routing --
layer	vias to the layer above	GRT usage [%]	wire length, microns	share of wire [%]
met5	-	0	0	0
met4	0	0	0	0
met3	0	3.60	379	8.1
met2	68	17.6	2180	46
met1	498	13.0	2130	45
li1	638	-	-	-
-- timing repair --
item / CTS / global route
setup endpoints to repair: 32 / 32
pin swaps: 49 / 6
gates cloned: 2 / 2
hold buffers: 0 / 0
buffers inserted: 0 / 0
gates resized: 202 / 7
-- worst max-delay path, cell delays in order --
cell	delay [ns]
buf_12	0.12
buf_12	0.14
mux2i_2	0.22
a21oi_1	0.08
buf_2	0.12
-- metrics by stage --
| step | hold WS, ns | std cells |
|---|---|---|
| 6_report | 0.813 | 303 |
| 3_5_place_dp | 1.19 | 299 |
| 2_1_floorplan | 0.476 | 107 |
| 3_3_place_gp | 1.21 | 299 |
| 5_1_grt | 0.842 | 303 |
| 4_1_cts | 0.820 | 301 |
-- path summary, 6_finish.rpt --
check                      startpoint           to  slack (ns)  cells after the start
worst min-delay path  i_aluResult[20]  o_nxtPC[20]        0.81                      4
worst max-delay path       i_MUXpc[0]   o_nxtPC[8]       -0.09                      5
Power figures rest on the tool's default switching activity, not on a simulated workload.
