## design/flow/run.sh

```bash
#!/bin/bash
# OpenROAD 26Q1-2900-gdf79404cd8, Yosys 0.63+post, stock flow scripts
make -C /OpenROAD-flow-scripts/flow DESIGN_CONFIG=/design/flow/config.mk WORK_HOME=/design/flow/orfs finish
```

## design/flow/config.mk

```make
export PLATFORM = sky130hd
export DESIGN_NAME = cache
export DESIGN_NICKNAME = cache
export VERILOG_FILES = /design/flow/design.v
export SDC_FILE = /design/flow/constraint.sdc
export NUM_CORES = 4
export LEC_CHECK = 1
export CORE_UTILIZATION = 50
export SYNTH_MEMORY_MAX_BITS = 65536
```

## design/flow/constraint.sdc

```tcl
current_design cache

set clk_period 98.2
set clk_io_pct 0.2

create_clock -name clk0 -period $clk_period [get_ports {i_clk}]

set non_clock_inputs [all_inputs -no_clocks]
set_input_delay [expr $clk_period * $clk_io_pct] -clock clk0 $non_clock_inputs
set_output_delay [expr $clk_period * $clk_io_pct] -clock clk0 [all_outputs]
```

## design/flow/design.v

```verilog
`default_nettype none
module cache (
    input  wire        i_clk,
    input  wire        i_rst,
    input  wire        i_mem_ready,
    output wire [31:0] o_mem_addr,
    output wire        o_mem_ren,
    output wire        o_mem_wen,
    output wire [31:0] o_mem_wdata,
    input  wire [31:0] i_mem_rdata,
    input  wire        i_mem_valid,
    output wire        o_busy,
    input  wire [31:0] i_req_addr,
    input  wire        i_req_ren,
    input  wire        i_req_wen,
    input  wire [ 3:0] i_req_mask,
    input  wire [31:0] i_req_wdata,
    output wire [31:0] o_res_rdata
);
  localparam O = 4;   
  localparam S = 5;   
  localparam DEPTH = 2 ** S;   
  localparam W = 2;   
  localparam T = 32 - O - S;   
  localparam D = 2 ** O / 4;   
  reg [31:0] o_mem_addr_reg;
  reg o_mem_ren_reg;
  reg o_mem_wen_reg;
  reg [31:0] o_mem_wdata_reg;
  reg busy1;
  assign o_busy = busy1;
  reg [   31:0] datas0[DEPTH - 1:0][D - 1:0];    
  reg [   31:0] datas1[DEPTH - 1:0][D - 1:0];   
  reg [T - 1:0] tags0[DEPTH - 1:0];   
  reg [T - 1:0] tags1[DEPTH - 1:0];   
  reg [1:0] valid [DEPTH - 1:0];   
  reg       lru   [DEPTH - 1:0];   
  wire [22:0] req_tag = i_req_addr[31:9];   
  wire [4:0] req_index = i_req_addr[8:4];   
  wire [1:0] req_wrdOffset = i_req_addr[3:2];   
  wire hit;
  wire Line0_hit = valid[req_index][0] && (tags0[req_index] == req_tag);
  wire Line1_hit = valid[req_index][1] && (tags1[req_index] == req_tag);
  assign hit = Line0_hit || Line1_hit;
 reg cache_Rhit;
 reg ready2write; 
  localparam IDLE     = 3'b000;
  localparam MEMREAD  = 3'b001;
  localparam MEMWRITE = 3'b010;
  localparam OUT_DATA = 3'b011;
  localparam STALL    = 3'b111; 
  reg [2:0] state;
  reg [2:0] next_state;
  reg [2:0] prev_state; 
  always @(posedge i_clk) begin
    if (i_rst) begin
      state <= IDLE;
      prev_state <= IDLE; 
    end else begin
      state <= next_state;
      prev_state <= state;
    end
  end
  integer i, x;
  always @(posedge i_clk) begin
    if (i_rst) begin
      for (i = 0; i < 32; i = i + 1) begin
        valid[i] <= 2'd0;
        tags0[i] <= 23'd0;
        tags1[i] <= 23'd0;
        lru[i]   <= 1'd0;
        for (x = 0; x < 4; x = x + 1) begin
          datas0[i][x] <= 32'b0;
          datas1[i][x] <= 32'b0;
        end
      end
    end
  end
  reg [1:0] mem_add_read;
  reg i_req_wen_ff;
  reg i_req_ren_ff;
  always @(posedge i_clk) begin
    if (i_rst) begin
      i_req_wen_ff <= 1'b0;
      i_req_ren_ff <= 1'b0;
    end else begin
      if (state == IDLE) begin
        i_req_wen_ff <= i_req_wen;
        i_req_ren_ff <= i_req_ren;
      end
    end
  end
 reg [31:0] Write_Buffer_data; 
 reg [31:0] Write_Buffer_addr; 
  reg WriteHit_reg; 
 wire Update_buffer = WriteHit_reg & ready2write; 
   always @(posedge i_clk) begin
    if (i_rst) begin
      Write_Buffer_data <= 1'b0;
      Write_Buffer_addr <= 1'b0;
    end else begin
      if (Update_buffer) begin
        Write_Buffer_data <= Data2Write;
        Write_Buffer_addr <= i_req_addr;
      end
    end
  end
  always @(posedge i_clk) begin
    if (i_rst) begin
      WriteHit_reg <= 1'b0; 
    end else begin
      WriteHit_reg <= ready2write; 
    end
  end
  wire [31:0] o_req_addr_offset;
  reg [31:0] flopped_i_req; 
  assign o_req_addr_offset = i_req_addr + {28'b0, mem_add_read,2'b0};
  assign o_mem_addr = (state==MEMREAD)? o_req_addr_offset:
                      (state==MEMWRITE)? flopped_i_req:
                      (state==IDLE & hit)? i_req_addr:
                       32'b0;
  assign o_mem_ren=(state==MEMREAD)?1'b1:1'b0;
  always @(posedge i_clk) begin
    if (i_rst) begin
      flopped_i_req <= 32'd0;
    end else begin 
      flopped_i_req <= i_req_addr; 
    end 
  end 
  reg[1:0] block_offset;
  always @(posedge i_clk) begin
    if (i_rst || state == IDLE) begin
      block_offset<=2'b0;
      mem_add_read <= 2'b0;
    end
    if (state == MEMREAD) begin
      if (~i_mem_ready) begin
        mem_add_read <= mem_add_read;
        o_mem_ren_reg <= 1'b0;
      end else begin 
        mem_add_read <= mem_add_read + 1;
        o_mem_ren_reg <= 1'b1;
      end 
      if (i_mem_valid) begin
        block_offset<=block_offset+1;
        if (~valid[req_index][0]) begin
          datas0[req_index][block_offset] <= i_mem_rdata;
          tags0[req_index] <= req_tag;
          if (block_offset == 2'd3) begin
            valid[req_index][0] <= 1'b1;
            lru[req_index] <= 1'b1;   
          end
        end else if (~valid[req_index][1]) begin
          datas1[req_index][block_offset] <= i_mem_rdata;
          tags1[req_index] <= req_tag;
          if (block_offset == 2'd3) begin
            valid[req_index][1] <= 1'b1;
            lru[req_index] <= 1'b0;   
          end
        end else begin
          if (lru[req_index] == 1'b0) begin
            datas0[req_index][block_offset] <= i_mem_rdata;
            tags0[req_index] <= req_tag;
            if (block_offset == 2'd3) begin
              lru[req_index] <= 1'b1;   
            end
          end else begin
            datas1[req_index][block_offset] <= i_mem_rdata;
            tags1[req_index] <= req_tag;
            if (block_offset == 2'd3) begin
              lru[req_index] <= 1'b0;   
            end
          end
        end
      end
    end
  end
   wire[31:0] Cache_masked_output_val;  
   wire [31:0] cache_word =
    Line0_hit ? datas0[req_index][req_wrdOffset] :
    Line1_hit ? datas1[req_index][req_wrdOffset] : 
    32'h0;
   wire [31:0] mask32 =
    (i_req_mask == 4'b1111) ? 32'hFFFFFFFF :
    (i_req_mask == 4'b0011) ? 32'h0000FFFF :
    (i_req_mask == 4'b1100) ? 32'hFFFF0000 :
    (i_req_mask == 4'b0001) ? 32'h000000FF :
    (i_req_mask == 4'b0010) ? 32'h0000FF00 :
    (i_req_mask == 4'b0100) ? 32'h00FF0000 :
    (i_req_mask == 4'b1000) ? 32'hFF000000 :
                              32'h00000000;
  assign Cache_masked_output_val = cache_word & mask32;    
  assign o_res_rdata = (cache_Rhit)? Cache_masked_output_val : 32'b0; 
 wire [31:0] Data2Write = (cache_word & ~mask32) | (i_req_wdata & mask32);  
  always @(posedge i_clk) begin
    if(ready2write)begin 
      if(Line0_hit)begin
        datas0[req_index][req_wrdOffset] <= Data2Write;
        lru[req_index] <= 1'b1;  
      end 
      if(Line1_hit)begin 
        datas1[req_index][req_wrdOffset] <= Data2Write;
        lru[req_index] <= 1'b0;  
      end 
    end 
  end 
 assign o_mem_wen   = ready2write;  
 assign o_mem_wdata = Data2Write; 
  always @(*) begin
    next_state = state;
    busy1 = 1'b0;
    cache_Rhit = 1'b0;
    ready2write = 1'b0; 
    case (state)
      IDLE: begin
        cache_Rhit=1'b1;
        if ((i_req_wen || i_req_ren) && ~hit) begin  
          next_state = MEMREAD;
          busy1 = 1'b1;
          cache_Rhit=1'b0;
        end
        if(i_req_ren & hit)begin     
          cache_Rhit=1'b1;
        end 
        if (hit && i_req_wen) begin  
            cache_Rhit = 1'b0;
            ready2write = 1'b1;   
        end
      end
      MEMREAD: begin
        busy1 = 1'b1;  
        if (block_offset == 3'd3) begin  
          if (i_req_ren_ff && i_mem_valid) begin
            cache_Rhit = 1'b1;     
            next_state = OUT_DATA;
          end else if (i_req_wen_ff && i_mem_valid) begin
            next_state = MEMWRITE;
          end
        end
      end
      OUT_DATA:begin
        cache_Rhit=1'b1;
        next_state=IDLE;
      end
      MEMWRITE: begin  
        busy1 = 1'b1;   
       if(i_mem_ready)begin 
        ready2write = 1'b1; 
        next_state = STALL;
       end 
      end
      STALL: begin 
       busy1 = 1'b1;
       next_state = IDLE;  
      end 
    endcase
  end
endmodule
`default_nettype wire
```

==> qor.tcl <==
set qor(met3RoutedLength_microns) 317000
set qor(critPathCaptureType) {output pin}
set qor(r2r_cells) 15
set qor(max_cap_viol_count) 4
set qor(maxUsedRoutingLayer) {met5}
set qor(ys.warnings.count) 1
set qor(critical_hold_path_startpoint) {tags1[5][6]}
set qor(vias) 354000
set qor(io_pins) 205
set qor(p_switching_mw) 2.10
set qor(dr.pass1.iters) 8
set qor(hpwl_microns) 1160000
set qor(synthFlopType) {sky130_fd_sc_hd__dfxtp_1}
set qor(grt_pass1_wl_microns) 2590000
set qor(synth_async_sr_flop_share) 0
set qor(met2RoutedLength_microns) 725000
set qor(globalRouteOverflowTotal) 0
set qor(cts_setup_buffers) 0
set qor(avgViaCountPerCell) 6.68
set qor(hold_violations) 0
set qor(powerDensity_mw_per_mm2) 18.5
set qor(synth-area-yosys_sq_mm) 0.424
set qor(min_to) {tags1[5][6]}
set qor(first_global_vias) 336000
set qor(finalMaxSlewViolations) 9
set qor(flop_area_sq_mm) 0.196
set qor(power.switching_fraction) 0.243
set qor(cts-buffers-inserted) 1124
set qor(count_of_unique_library_cells_instantiated_by_yosys) 98
set qor(floorplan.rows) 337
set qor(syn-cell-area_sq_mm) 0.424
set qor(run_status) {finished, violations left}
set qor(fillerInstances) 69800
set qor(wl_microns) 1850000
set qor(grt_usage) 0.448
set qor(ys_cells) 43100
set qor(port_buffers) 204
set qor(netlist_instances) 43100
set qor(clkTransAtPathRegs_ns) 0.05
set qor(drt_iter0_markers) 37100
set qor(failed_checks) {capacitance limit, slew limit}
set qor(worst_setup_path_start_kind) {input pin}
set qor(die_width_microns) 923
set qor(logic_area_sq_mm) 0.206
set qor(critical_path_peak_fanout) 59
set qor(fp_util) 0.503
set qor(syn_to_final_growth_pct) 10.3
set qor(max_slew_margin) -0.131
set qor(grt_setup_unrepaired) {false}
set qor(power_frac_comb) 0.060
set qor(place.gp.congestion) 1.05
set qor(period_used_share) 0.498
set qor(antenna_violating_nets_post_route) 0
set qor(worstReg2RegEnd) {datas0[38][7]}
set qor(ys_ff) 9803
set qor(route.detailed.drc) 0
set qor(report.final.setup_viol) 0
set qor(cts_tree) {yes}
set qor(setup.reg_to_reg.worst_slack_ns) 89.95
set qor(timing.hold.worst_path_depth) 2
set qor(period_minus_slack_ns) 48.94
set qor(worst_hold_path_type) {flop to flop}
set qor(ir_drop_uv) 22.8
set qor(post_drt_wl_per_cell_microns) 34.8
set qor(setup_tns_ns) 0
set qor(worst_r2r_startpoint) {tags0[11][6]}
set qor(die_h_microns) 923
set qor(chip_area_sq_mm) 0.852
set qor(warning_count) 138
set qor(avgSynthCellArea_sq_um) 9.84
set qor(edff_count_synth) 2
set qor(leakagePower_nw) 148
set qor(cts-root-to-sink-buffers) 5
set qor(core_area_sq_mm) 0.843
set qor(proportion_of_layout_cells_with_a_drive_suffix_above_1) 0.164
set qor(setup_slack_ns) 49.26
set qor(worstPathArrival_ns) 29.30
set qor(clock_power_share) 0.478
set qor(yosysSeqAreaShare) 0.463
set qor(clk_tree_root_cell) {sky130_fd_sc_hd__clkbuf_16}
set qor(cts_hold_buf) 0
set qor(criticalPathCategory) {input pin to output pin}
set qor(finalClockSkew_ns) 0.0828
set qor(seq_power_share) 0.461
set qor(clock_latency_ns) 1.28
set qor(m1WireLength_microns) 656000
set qor(resized_after_cts) 0
set qor(grt_max_degree) 213
set qor(pre_cts_ws_ns) 49.71
set qor(worstPathRequired_ns) 78.56
set qor(ctsHtreeMaxLevel) 7
set qor(internal_power_mw) 6.54
set qor(fmaxAchievable_mhz) 20.4
set qor(worst-slew-pin-transition_ns) 1.68
set qor(grt_antenna_before_repair) 159
set qor(clock_sinks) 9803
-- flip-flops by register name, summed over array words and instances (netlist names) --
name and cells:
state 5, block_offset 2, i_req_ren_ff 1, valid 64, mem_add_read 2, tags0 736
i_req_wen_ff 1, datas0 4096, datas1 4096, tags1 736, lru 32, flopped_i_req 32
-- logic make-up after synthesis --
group	synth area share
AND-OR/OR-AND	0.196
XOR/XNOR	0.000165
adder cells (fa/ha/maj)	0.000136
buffers and inverters	0.0590
flip-flops	0.463
multiplexers	0.140
AND/OR/NAND/NOR	0.142
-- area by class of cell --
class,count,share of cell area
Sequential cell,9803,0.420
Tap cell,11200,0.0299
Timing Repair Buffer,1856,0.0320
Clock inverter,195,0.00455
Multi-Input combinational cell,28100,0.441
Inverter,25,0.000270
Antenna cell,206,0.00110
Clock buffer,1657,0.0713
-- worst max path at each step --
stage	startpoint	to	slack, ns	depth (start not counted)
6_report	i_req_addr[4]	o_res_rdata[15]	49.26	19
5_1_grt	i_req_addr[4]	o_res_rdata[15]	49.28	19
4_1_cts	i_req_addr[4]	o_mem_wdata[14]	49.69	21
-- cells in the final DEF (no fill, tap or decap), drive strengths merged, types with 23 or more instances in the layout --
cell	instances
diode	206
o221ai	24
a31oi	46
clkdlybuf4s50	173
nand2	2874
or4	26
nor2b	32
a221oi	28
mux4	2073
mux2	29
a21oi	1867
o211ai	53
dfxtp	9801
a21o	151
a22o	25
bufinv	41
mux2i	1241
nand3b	1795
o41ai	85
or3	25
a211oi	6291
o22ai	572
o22a	23
clkinv	132
and2	34
a22oi	298
and3	67
nor3	138
o21ai	1919
nor2	6739
buf	1683
nand4	125
inv	38
nand2b	271
nand3	866
clkbuf	1657
o32ai	35
nor4	169
-- worst max-delay path, stage by stage --
cell                              delay (ns)
sky130_fd_sc_hd__buf_16                 0.32
sky130_fd_sc_hd__buf_4                  0.62
sky130_fd_sc_hd__buf_4                  0.71
sky130_fd_sc_hd__buf_4                  0.68
sky130_fd_sc_hd__buf_4                  0.55
sky130_fd_sc_hd__buf_4                  0.56
sky130_fd_sc_hd__buf_4                  0.68
sky130_fd_sc_hd__buf_4                  0.69
sky130_fd_sc_hd__buf_4                  0.63
sky130_fd_sc_hd__nor2_4                 0.07
sky130_fd_sc_hd__nand2_4                0.30
sky130_fd_sc_hd__buf_4                  0.44
sky130_fd_sc_hd__nor2_1                 0.10
sky130_fd_sc_hd__nor3_1                 0.30
sky130_fd_sc_hd__nand3_1                0.38
sky130_fd_sc_hd__or3_1                  0.74
sky130_fd_sc_hd__o22a_1                 0.69
sky130_fd_sc_hd__nor3_1                 0.37
sky130_fd_sc_hd__clkdlybuf4s50_1        0.51
-- routing by layer --
metal,global-route usage,up-vias
li1,-,153000
met1,0.571,175000
met2,0.566,20800
met3,0.296,5312
met4,0.274,188
met5,0.0514,-
-- stage by stage --
| stage | hold WS [ns] | util | power (mW) | area, sq um | std cells |
|---|---|---|---|---|---|
| after floorplan | 0.412 | - | 4.37 | 424000 | 43100 |
| final | 0.453 | 0.555 | 8.64 | 468000 | 53100 |
| after CTS | 0.453 | 0.554 | 8.63 | 467000 | 52900 |
| after global placement | 0.426 | 0.512 | 4.57 | 432000 | 51000 |
| after global routing | 0.464 | 0.554 | 8.81 | 467000 | 52900 |
| after detailed placement | 0.432 | 0.512 | 4.57 | 432000 | 51000 |
-- cells in the mapped netlist, types with 151 or more instances --
master | number | area (sq um)
sky130_fd_sc_hd__nor2_1 | 6739 | 25300
sky130_fd_sc_hd__buf_2 | 1365 | 6830
sky130_fd_sc_hd__a211oi_1 | 5488 | 41200
sky130_fd_sc_hd__a211oi_2 | 803 | 10000
sky130_fd_sc_hd__a21o_1 | 151 | 1130
sky130_fd_sc_hd__a21oi_1 | 1699 | 8500
sky130_fd_sc_hd__clkbuf_1 | 2677 | 10000
sky130_fd_sc_hd__o21ai_0 | 1909 | 9550
sky130_fd_sc_hd__nand2b_1 | 271 | 1700
sky130_fd_sc_hd__buf_1 | 183 | 687
sky130_fd_sc_hd__buf_6 | 205 | 2310
sky130_fd_sc_hd__a22oi_1 | 298 | 2240
sky130_fd_sc_hd__buf_4 | 666 | 5000
sky130_fd_sc_hd__dfxtp_1 | 9801 | 196000
sky130_fd_sc_hd__nor4_1 | 165 | 1030
sky130_fd_sc_hd__o22ai_1 | 571 | 3570
sky130_fd_sc_hd__mux4_2 | 2073 | 46700
sky130_fd_sc_hd__nand3_1 | 865 | 4330
sky130_fd_sc_hd__nand3b_1 | 1795 | 13500
sky130_fd_sc_hd__mux2i_1 | 1241 | 12400
sky130_fd_sc_hd__nand2_1 | 2874 | 10800
-- power groups by stage --
stage	Combinational (mW)	Sequential, mW	Clock, mW
5_1_grt	0.523	3.98	4.30
4_1_cts	0.498	3.98	4.14
6_report	0.522	3.98	4.13
No activity file was given, so power comes from the tool's default toggle rates.
